--- /design/flow/run.sh ---
#!/bin/bash
# OpenROAD 26Q1-2900-gdf79404cd8, Yosys 0.63+post, stock flow scripts
make -C /OpenROAD-flow-scripts/flow DESIGN_CONFIG=/design/flow/config.mk WORK_HOME=/design/flow/orfs finish
--- /design/flow/config.mk ---
export PLATFORM = sky130hd
export DESIGN_NAME = RegisterFile
export DESIGN_NICKNAME = RegisterFile
export VERILOG_FILES = /design/flow/design.v
export SDC_FILE = /design/flow/constraint.sdc
export NUM_CORES = 4
export LEC_CHECK = 1
export CORE_UTILIZATION = 40
--- /design/flow/constraint.sdc ---
current_design RegisterFile

set clk_period 6.0
set clk_io_pct 0.2

create_clock -name clk0 -period $clk_period [get_ports {clk}]

set non_clock_inputs [all_inputs -no_clocks]
set_input_delay [expr $clk_period * $clk_io_pct] -clock clk0 $non_clock_inputs
set_output_delay [expr $clk_period * $clk_io_pct] -clock clk0 [all_outputs]
--- /design/flow/design.v ---
module RegisterFile(
    input [4:0] ra1,
    input [4:0] ra2,
    input [4:0] wa,
    input [31:0] wd,
    input we,
    input clk,
    output [31:0] rd1,
    output [31:0] rd2
);
    reg [31:0] memory[0:31]  ;
    assign rd1 = memory[ra1];
    assign rd2 = memory[ra2];
    always @(posedge clk)
    begin
        if (we && (wa!= 5'd0))
            memory[wa] <= wd;
    end
    initial begin
        memory[0] = 32'd0;
    end
endmodule
==> job_summary.md <==
### Yosys + OpenROAD results

| Metric | Value |
|---|---|
| Post-CTS Resized | 0 |
| DP Wirelength | 87,570 µm |
| Slew @ Worst Pin | 0.9766 ns |
| Final core utilization | 0.4664 |
| Worst Path Required | roughly 4.8 ns |
| Fin crit period | approximately 5.3 ns |
| Clk pwr share | 0.408 |
| Overflow after GRT | 0 |
| Number of post-CTS setup repair buffers | 0 |
| Routed Antenna Nets | 0 |
| Rows | roughly 130 |
| I/O Pins | around 110 |
| Switch share | 0.2293 |
| Dominant combinational family | multiplexers |
| Area share, top type | 0.6307 |
| Die Size | around 120,000 µm² |
| Simple Share, Synth | 0.04709 |
| Yosys stat area | 48,760 µm² |
| Seq share, synth | 0.6307 |
| Vias in the first global route | roughly 32,000 |
| Share of post-route cells with drive strength above 1 | 0.1083 |
| Pre-Place Util | 0.4048 |
| MaxCap Viol Count | 0 |
| First-pass GRT wire length | roughly 220,000 µm |
| Cell family with most CP delay | buffers and inverters |
| XORs/XNORs by Area | 0 |
| CP endpoint | rd1[23] |
| CP most frequent cell | clkdlybuf4s50_1 |
| Synth Register Bits | between 1,000 and 1,500 |
| H-tree depth | 3 |
| Global Route Usage Sum | 0.2636 |
| Sw Pwr | 0.003697 W |
| Crit Path Category | in -> out |
| Critical Path AT | 4.15 ns |
| Area growth syn-to-layout | 15.21% |
| Clk slew on worst S/H paths | around 0.07 ns |
| VDD IR max | approximately 0.00025 V |
| Crit-path slowest cell | nor2b_4 |
| Max Fclk | 0.1871 GHz |
| Top cells by area | edfxtp_1 (63%), mux2i_1 (21%), a22oi_1 (3.0%) |
| Clock Path Buffers | 3 |
| Chip height | 351.1 µm |
| Cts hold-fix bufs | 0 |
| Largest regs | memory (1024) |
| Critical Path Start | ra1[2] |
| Largest net degree at the start of global routing | approximately 73 |
| MUX area fraction | 0.2102 |
| Syn avg cell area | around 14 µm² |
| DRT Pass-1 Iters | 5 |
| Final wirelength | roughly 150,000 µm |
| Netlist cell types | 24 |
| Final Hold Viols | 0 |
| Setup-failing EPs final | 0 |
| Aoi share | 0.08048 |
| Via density | approximately 6 |
| Max FFs per register | around 1,000 |
| Drt drc | 0 |
| Cell type with the largest total area | edfxtp_1 |
| Largest reg by FF count | memory |
| Slew headroom | 0.3474 |
| Yosys cell count | roughly 3,400 |
| Initial antenna violation count | 7 |
| Largest stage delay, worst path | slightly above 0.7 ns |
| Worst Hold Class | in -> reg |
| Buf/Inv on CP | 3 |
| Port Buffers | 112 |
| Internal | approximately 0.012 W |
| Drt wl/cell | between 20 and 30 µm |
| Core area | roughly 120,000 µm² |
| Post-Syn Area | slightly below 50,000 µm² |
| Tool warnings | 26 |
| Logic gate share of total power | 0.095 |
| Root buffer cell | clkbuf_16 |
| RSZ-0062 raised after global routing | false |
| Initial drt markers | 2,195 |
| Routability Congestion | between 0.8 and 0.9 |
| Pwr/cell area | 287.0 nW/µm² |
| Seq pwr share | 0.497 |
| Endpoint class of the critical path | primary output |
| Worst-path maximum fanout | 16 |
| Worst setup SP type | primary input |
| Outcome | completed |
| Via count | 31,050 |
| Yosys warns | 1 |
| Adder share | 0 |
| Crit share post-route | 0.8910 |
| Stages on worst setup path | 8 |
| Mapped Cells | roughly 3,400 |
| CTS buffer count | 104 |
| CTS tree | built |
| CTS Sinks | about 1,000 |
| Total negative slack | 0 ns |
| CP Cell Sequence | clkdlybuf4s50_1 -> nor2b_4 -> buf_4 -> a22o_1 -> nor3_1 -> a31oi_1 -> nand3_1 -> clkdlybuf4s50_1 |
| Pins Over Slew Limit | 0 |
| Die Wd | between 300 and 400 µm |
| Static Leak | about 21 nW |
-- synthesized netlist by cell type (all sizes together) --
master / n
a21oi: 192
a22o: 128
a22oi: 192
a31oi: 64
and2: 2
buf: 167
clkbuf: 86
conb: 1
edfxtp: 1024
mux2i: 1024
nand2: 195
nand2b: 4
nand3: 194
nand3b: 5
nor2: 34
nor2b: 4
nor3: 64
or2: 2
or3: 1
or3b: 3
-- worst min-delay path by stage --
stage | from | end | slack [ns] | depth (start not counted)
4_1_cts | wd[12] | memory[26][12]$_DFFE_PP_ | 1.32 | 2
5_1_grt | wd[1] | memory[24][1]$_DFFE_PP_ | 1.35 | 2
6_report | wd[18] | memory[26][18]$_DFFE_PP_ | 1.34 | 2
-- metrics by stage --
stage                     instance area (µm²)  total power (W)  std cells  setup WS, ns  hold WS (ns)
after floorplan                         48870         0.008996       3417         2.380         1.299
after global placement                  52750         0.009681       5076        0.6703         2.029
after detailed placement                52750         0.009685       5076        0.6487         2.031
after CTS                               56170          0.01620       5269        0.6469         1.315
after global routing                    56170          0.01656       5269        0.4412         1.347
final                                   56180          0.01612       5270        0.6541         1.340
-- area by class of cell --
type                       count  area [µm²]
sequential                  1024       30750
multi-input combinational   2140       16890
clock inverter                69       684.4
fill                       10420       64270
tap                         1612        2017
clock buffer                 124        2741
antenna                        1       2.502
timing repair buffer         300        3093
-- power by group through the flow --
stage	clock network (W)	registers, W	logic (W)
after CTS	0.00666	0.00802	0.00152
final	0.00657	0.00802	0.00153
after global routing	0.00691	0.00803	0.00162
-- layer usage --
metal	vias up	track usage	share of wire
met5	-	0.003140	0.00047
met4	12	0.06149	0.029
met3	264	0.1442	0.13
met2	1610	0.4018	0.47
met1	15430	0.3433	0.36
li1	13730	-	-
-- cell usage in the layout, fill, tap and decap left out, drive strengths merged, types with 51 or more instances in the layout --
cell,n
mux2i,1024
edfxtp,1024
nand2,195
nand3,194
a22oi,192
a21oi,192
buf,190
a22o,128
clkbuf,124
clkdlybuf4s50,110
nor3,64
a31oi,64
clkinv,51
-- cells by family (layout without fill, tap and decap cells) --
| family | after synthesis | after routing |
|---|---|---|
| mux | 1024 | 1024 |
| buf+inv | 253 | 493 |
| compound gates | 576 | 576 |
| other cells | 1 | 33 |
| simple gates | 508 | 508 |
| flops | 1024 | 1024 |
Power figures rest on the tool's default switching activity, not on a simulated workload.
